<file path="flow/constraint.sdc">
current_design password

set clk_period 5.7
set clk_io_pct 0.2

create_clock -name clk0 -period $clk_period [get_ports {clk}]

set non_clock_inputs [all_inputs -no_clocks]
set_input_delay [expr $clk_period * $clk_io_pct] -clock clk0 $non_clock_inputs
set_output_delay [expr $clk_period * $clk_io_pct] -clock clk0 [all_outputs]
</file>
<file path="flow/design.v">
module clk_div #(parameter FREQ = 1_000)(
    input clk,          
    input rst,          
    output reg clk_div  
);
    localparam constanN = 50_000_000;                  
    localparam count_max = constanN / (2 * FREQ);      
    reg [31:0] count;   
    always @(posedge clk or negedge rst) begin
        if (!rst) begin
            count <= 0;           
            clk_div <= 0;         
        end else begin
            if (count == count_max - 1) begin
                count <= 0;               
                clk_div <= ~clk_div;      
            end else begin
                count <= count + 1;       
            end
        end
    end
endmodule
module oneshot (
	input boton_a,     
	      clk,         
	output reg oneshot  
);
    reg delay_b;       
    always @ (posedge clk)
    begin
        delay_b <= boton_a;  
        if ((delay_b != boton_a) && boton_a == 1)
            oneshot <= 1;    
        else 
            oneshot <= 0;    
    end
endmodule
module password(
    input [9:0] codigo,     
    input clk,              
    input rst,              
    output reg [3:0] leds,  
    output reg [6:0] HEX0,  
    output reg [6:0] HEX1,  
    output reg [6:0] HEX2,  
    output reg [6:0] HEX3,  
    output reg [6:0] HEX4   
);
    localparam IDLE = 3'b000;       
    localparam prim_dig = 3'b001;   
    localparam seg_dig = 3'b011;    
    localparam ter_dig = 3'b010;    
    localparam DONE = 3'b110;       
    localparam ERROR = 3'b101;      
    localparam 
        primer_num  = 1'b1,    
        segun_num   = 1'b1,    
        tercer_num  = 1'b1,    
        cuarto_num  = 1'b1;    
    localparam [6:0] 
        DISPLAY_APAGADO = 7'b1111111,   
        DISPLAY_GUION   = 7'b0111111,   
        DISPLAY_D       = 7'b0100001,   
        DISPLAY_O       = 7'b0100011,   
        DISPLAY_N       = 7'b0101011,   
        DISPLAY_E       = 7'b0000110,   
        DISPLAY_ERR_E   = 7'b0000110,   
        DISPLAY_ERR_R   = 7'b0101111,   
        DISPLAY_ERR_O   = 7'b0100011;   
    reg [2:0] current_state;       
    reg [2:0] next_state;          
    wire clk_div;                  
    wire clk_1000_Hz;              
    reg [9:0] sw_prev;             
    wire [9:0] sw_debouncer;       
    clk_div #(.FREQ(1000)) clk_div_inst (
        .clk(clk),                 
        .rst(rst),                 
        .clk_div(clk_div)          
    );
    clk_div #(.FREQ(1000)) clk_1000_divider (
        .clk(clk),                 
        .rst(rst),                 
        .clk_div(clk_1000_Hz)      
    );
    genvar i;
    generate 
        for (i=0; i<10; i=i+1) begin: oneshot_instanciado
            oneshot ONS(
                .clk(clk_1000_Hz),        
                .boton_a(codigo[i]),       
                .oneshot(sw_debouncer[i])  
            );
        end 
    endgenerate
    always @(posedge clk_div or negedge rst) begin
        if (!rst) begin
            sw_prev <= 10'b0000000000;
        end else begin
            sw_prev <= codigo;
        end
    end
    always @(posedge clk_div or negedge rst) begin
        if (!rst) begin 
            current_state <= IDLE;
        end else begin
            current_state <= next_state;
        end
    end
    always @(*) begin
        next_state = current_state;
        case (current_state)
            IDLE: begin
                if (codigo[1] == primer_num) begin
                    next_state = prim_dig;   
                end else if (|codigo & ~codigo[1]) begin 
                    next_state = ERROR;      
                end
            end
            prim_dig: begin
                if (codigo[7] == segun_num) begin
                    next_state = seg_dig;    
                end else if (|(codigo & ~(10'b0000000010 | 10'b0010000000))) begin 
                    next_state = ERROR;      
                end
            end
            seg_dig: begin
                if (codigo[2] == tercer_num) begin
                    next_state = ter_dig;    
                end else if (|(codigo & ~(10'b0000000010 | 10'b0010000000 | 10'b0000000100))) begin 
                    next_state = ERROR;      
                end
            end
            ter_dig: begin
                if (codigo[0] == cuarto_num) begin
                    next_state = DONE;       
                end else if (|(codigo & ~(10'b0000000010 | 10'b0010000000 | 10'b0000000100 | 10'b0000000001))) begin 
                    next_state = ERROR;      
                end
            end
            DONE: begin
                if (codigo == 10'b0000000000) begin
                    next_state = IDLE;       
                end
            end
            ERROR: begin
                if (codigo == 10'b0000000000) begin
                    next_state = IDLE;       
                end
            end
            default: begin
                next_state = IDLE;
            end
        endcase
    end
    always @(posedge clk_div or negedge rst) begin
        if (!rst) begin
            leds <= 4'b0000;              
            HEX0 <= DISPLAY_APAGADO;      
            HEX1 <= DISPLAY_APAGADO; 
            HEX2 <= DISPLAY_APAGADO;
            HEX3 <= DISPLAY_APAGADO; 
            HEX4 <= DISPLAY_APAGADO;
        end else begin
            case (current_state)
                IDLE: begin
                    leds <= 4'b0000;            
                    HEX0 <= DISPLAY_APAGADO;    
                    HEX1 <= DISPLAY_APAGADO; 
                    HEX2 <= DISPLAY_APAGADO;
                    HEX3 <= DISPLAY_APAGADO; 
                    HEX4 <= DISPLAY_APAGADO;
                    leds[0] <= codigo[1];       
                end
                prim_dig: begin
                    leds[0] <= codigo[1];       
                    leds[1] <= codigo[7];       
                    HEX0 <= DISPLAY_GUION;      
                    HEX1 <= DISPLAY_APAGADO;    
                    HEX2 <= DISPLAY_APAGADO;
                    HEX3 <= DISPLAY_APAGADO; 
                    HEX4 <= DISPLAY_APAGADO;
                end
                seg_dig: begin
                    leds[0] <= codigo[1];       
                    leds[1] <= codigo[7];       
                    leds[2] <= codigo[2];       
                    HEX0 <= DISPLAY_GUION;      
                    HEX1 <= DISPLAY_GUION;      
                    HEX2 <= DISPLAY_APAGADO;    
                    HEX3 <= DISPLAY_APAGADO; 
                    HEX4 <= DISPLAY_APAGADO;
                end
                ter_dig: begin
                    leds[0] <= codigo[1];       
                    leds[1] <= codigo[7];       
                    leds[2] <= codigo[2];       
                    leds[3] <= codigo[0];       
                    HEX0 <= DISPLAY_GUION;      
                    HEX1 <= DISPLAY_GUION;      
                    HEX2 <= DISPLAY_GUION;
                    HEX3 <= DISPLAY_APAGADO;    
                    HEX4 <= DISPLAY_APAGADO;
                end
                DONE: begin
                    leds <= 4'b1111;            
                    HEX3 <= DISPLAY_D;          
                    HEX2 <= DISPLAY_O;          
                    HEX1 <= DISPLAY_N;          
                    HEX0 <= DISPLAY_E;          
                    HEX4 <= DISPLAY_APAGADO;    
                end
                ERROR: begin
                    leds <= 4'b0000;            
                    HEX4 <= DISPLAY_ERR_E;      
                    HEX3 <= DISPLAY_ERR_R;      
                    HEX2 <= DISPLAY_ERR_R;      
                    HEX1 <= DISPLAY_ERR_O;      
                    HEX0 <= DISPLAY_ERR_R;      
                end
                default: begin
                    leds <= 4'b0000;            
                    HEX0 <= DISPLAY_APAGADO;    
                    HEX1 <= DISPLAY_APAGADO; 
                    HEX2 <= DISPLAY_APAGADO;
                    HEX3 <= DISPLAY_APAGADO; 
                    HEX4 <= DISPLAY_APAGADO;
                end
            endcase
        end
    end
endmodule
</file>
<file path="flow/run.sh">
#!/bin/bash
# OpenROAD 26Q1-2900-gdf79404cd8, Yosys 0.63+post, stock flow scripts
make -C /OpenROAD-flow-scripts/flow DESIGN_CONFIG=/design/flow/config.mk WORK_HOME=/design/flow/orfs finish
</file>
<file path="flow/config.mk">
export PLATFORM = sky130hd
export DESIGN_NAME = password
export DESIGN_NICKNAME = password
export VERILOG_FILES = /design/flow/design.v
export SDC_FILE = /design/flow/constraint.sdc
export NUM_CORES = 4
export LEC_CHECK = 1
export CORE_UTILIZATION = 30
</file>
==> deck_impl_summary.md <==
Run Summary

STA
  • Max-slew violation count: 0
  • Share of the clock period used by the worst path after layout: 0.335
  • Unrepaired setup endpoints after global routing: no
  • Worst hold slack across all endpoints: 0.483 ns
  • Worst-case headroom to the max-slew limit: 0.556
  • Transition at the pin with the smallest max-transition slack: 0.667 ns
  • Register pins left without a clock: 22
  • Final setup violating endpoints: 0
  • Sum Neg Setup Slack: 0 ns
  • Hold Violations, Final: 0
  • Final period demand of the worst path: 1.91 ns
  • Clock skew: 0.00465 ns
  • Maximum clock rate: 0.523 GHz
  • Count of endpoints without a timing constraint: 49

Yosys
  • Flip-flop and latch count after synthesis: 55
  • Synth Area per Inst: 10.8 µm²
  • Distinct cell type count after synthesis: 36
  • Number of cells produced by synthesis: 237
  • Synthesized area: 2550 µm²
  • Library cell occupying the most area in the post-synthesis netlist: sky130_fd_sc_hd__dfrtp_1
  • Top area cells in the synthesized netlist: sky130_fd_sc_hd__dfrtp_1 (41%), sky130_fd_sc_hd__dfstp_2 (13%), sky130_fd_sc_hd__xnor2_1 (8.6%), sky130_fd_sc_hd__buf_4 (6.8%), sky130_fd_sc_hd__nand4_1 (4.2%)
  • Yosys warning count: 3
  • Top area contributor share: 0.412
  • Yosys-reported design area after synthesis: 2550 µm²
  • Fraction of the yosys area taken by sequential cells: 0.546
  • # Cells Yosys: 237

Worst setup path
  • R2r worst-path depth: 4
  • Number of buffers and inverters on the critical path: 0
  • Register-to-register path setup slack: 3.79 ns
  • Start point of the critical path: clk_div_inst.count[11]
  • Critical path endpoint category: register
  • CP arrival: 2.12 ns
  • Worst setup endpoint: clk_div_inst.clk_div
  • CP Data Required Time: 5.91 ns
  • Startpoint of the worst-slack reg-to-reg timing path: clk_div_inst.count[11]
  • Critical path startpoint category: register
  • Worst r2r dst: clk_div_inst.clk_div
  • Critical Path Fanout Max: 9
  • Delay of the slowest cell on the worst path: 0.51 ns
  • Crit-path cells: or4_1 -> or3_1 -> nor3_4 -> xor2_1
  • Slowest cell on crit path: sky130_fd_sc_hd__or4_1
  • Critical path type: reg2reg
  • CP delay by family, top: simple AND/OR/NAND/NOR gates
  • Number of logic stages on the critical path including buffering: 4

Final layout
  • Post-synthesis to final-layout area growth: 18.8%
  • Fin util: 0.369
  • Fill count: 795
  • Share of post-route cells with drive strength above 1: 0.107
  • Post-route non-filler standard cell count: 376

GRT
  • Global-route wire length before repair: 7520 µm
  • Number of antenna violations at the first check in global routing: 0
  • Via count of the first global-routing pass: 1618
  • Gr usage total: 0.108
  • Largest net degree at the start of global routing: 56
  • Total grt overflow: 0

Hold path
  • Worst min-delay path category: reg2reg

Clocking
  • Number of buffers inserted during clock tree synthesis: 5
  • CTS tree: yes
  • Maximum buffer depth of the clock tree: 2
  • Clock latency of the later-clocked register in the worst-skew pair: 0.28 ns
  • # resized after CTS: 0
  • Post-CTS Hold Buffers: 0
  • Clk pin slew, worst setup/hold paths: 0.07 ns
  • Postcts setup bufs: 0
  • Clock tree root buffer cell: sky130_fd_sc_hd__clkbuf_8
  • Depth of the CTS H-tree: 2

Floorplanning
  • Core region area: 8220 µm²
  • Number of rows created at floorplan: 33
  • Core Density at Floorplan: 0.310
  • Vertical die dimension: 94.2 µm
  • Die width: 94.2 µm
  • Die Footprint: 8880 µm²
  • # IOs: 51

Pwr
  • Static leakage: 0.00129 µW
  • Cell area power density: 146 nW/µm²
  • Max VDD drop: 0.000168 V
  • Total power of the final layout: 443 µW

Routing
  • Final WL: 4430 µm
  • DR WL/cell: 11.8 µm
  • Antenna diode count: 0
  • Number of DRC markers after the initial detailed-route iteration: 40
  • Number of routed nets with antenna violations: 0
  • Via total after detailed routing: 1767
  • Detailed Routing Iterations Pass 1: 4
  • # DRC: 0
  • Vias per Instance: 4.70

Run
  • Tool warning count: 25
  • Maxcap violations: 0

Placed design
  • Placed Cells incl. Taps: 368
  • Detailed Place HPWL: 3160 µm
  • Global placement routability congestion: 0.825
  • Count of port buffers added during placement: 38

Status
  • Run status: finished clean
-- cell families (layout without fill, tap and decap cells) --
family,Yosys count,in the layout,share of synthesized area
XOR/XNOR,29,29,0.0996
AND-OR/OR-AND,19,19,0.0446
flip-flops,55,55,0.546
buffers and inverters,31,54,0.0795
other,1,12,0.00147
adder cells (fa/ha/maj),1,1,0.00490
AND/OR/NAND/NOR,101,101,0.224
-- worst reg2reg max path: cells and delay by family, from the launching register on --
| family | cells | cell delay (ns) |
|---|---|---|
| XOR/XNOR | 1 | 0.17 |
| flip-flops | 1 | 0.43 |
| AND/OR/NAND/NOR | 3 | 1.25 |
-- cell usage in the layout, fill, tap and decap left out, drive strengths merged, types with 10 or more instances in the layout --
master	instances
conb	12
xnor2	25
nor3	10
dfrtp	42
nor2	15
nand4	17
clkdlybuf4s50	37
nand2	14
dfstp	13
nand3	12
-- how the worst min path moves through the flow --
| stage | start | end | slack, ns | cells after the start |
|---|---|---|---|---|
| after CTS | clk_div_inst.count[31] | clk_div_inst.count[31] | 0.48 | 1 |
| after global routing | clk_div_inst.count[31] | clk_div_inst.count[31] | 0.52 | 1 |
| final | clk_div_inst.count[31] | clk_div_inst.count[31] | 0.48 | 1 |
-- registers in the layout, summed over array words and instances, names as in the netlist --
signal	count
HEX2	3
clk_div_inst.clk_div	1
current_state	6
HEX1	3
HEX4	1
clk_div_inst.count	32
HEX0	3
leds	4
HEX3	2
-- per-layer routing --
| layer | vias to the layer above | part of all wire | GRT usage |
|---|---|---|---|
| li1 | 865 | - | - |
| met1 | 831 | 0.48 | 0.166 |
| met2 | 63 | 0.44 | 0.168 |
| met3 | 8 | 0.062 | 0.0156 |
| met4 | 0 | 0.014 | 0.0167 |
| met5 | - | 0 | 0 |
-- layout make-up --
class | instances | area, µm² | area share
sequential | 55 | 1390 | 0.459
multi-input combinational | 162 | 997 | 0.329
timing repair buffer | 39 | 383 | 0.126
tap | 105 | 131 | 0.0433
clock buffer | 7 | 96.3 | 0.0318
inverter | 7 | 26.3 | 0.00867
clock inverter | 1 | 5.00 | 0.00165
-- cell usage after synthesis --
cell type                  number
sky130_fd_sc_hd__nor2b_1        3
sky130_fd_sc_hd__xnor2_1       25
sky130_fd_sc_hd__a21o_1         1
sky130_fd_sc_hd__nor3_1         7
sky130_fd_sc_hd__o22ai_1        1
sky130_fd_sc_hd__a31o_2         1
sky130_fd_sc_hd__or4_1          1
sky130_fd_sc_hd__and2_1         1
sky130_fd_sc_hd__xor2_1         4
sky130_fd_sc_hd__o21ai_0        7
sky130_fd_sc_hd__nor2_1        15
sky130_fd_sc_hd__a21oi_1        6
sky130_fd_sc_hd__nor4b_1        1
sky130_fd_sc_hd__nand4_1       17
sky130_fd_sc_hd__a22o_1         1
sky130_fd_sc_hd__or2_2          1
sky130_fd_sc_hd__buf_4         23
sky130_fd_sc_hd__inv_1          7
sky130_fd_sc_hd__dfstp_2       13
sky130_fd_sc_hd__nand2_1       14
sky130_fd_sc_hd__and4_2         1
sky130_fd_sc_hd__or3_1          3
sky130_fd_sc_hd__conb_1         1
sky130_fd_sc_hd__nand2b_1       2
sky130_fd_sc_hd__nor3_4         1
sky130_fd_sc_hd__dfrtp_1       42
sky130_fd_sc_hd__nand3b_1       1
sky130_fd_sc_hd__ha_1           1
sky130_fd_sc_hd__and4_1         4
sky130_fd_sc_hd__nand3_1       12
sky130_fd_sc_hd__a32oi_1        1
sky130_fd_sc_hd__o31a_1         1
sky130_fd_sc_hd__and3_1         7
sky130_fd_sc_hd__nor4_1         8
sky130_fd_sc_hd__nor3_2         2
sky130_fd_sc_hd__clkbuf_1       1
-- through the flow --
stage | instance area, µm² | setup slack (ns)
6_report | 3030 | 3.79
5_1_grt | 3030 | 3.65
4_1_cts | 3030 | 3.76
3_5_place_dp | 2930 | 3.77
3_3_place_gp | 2930 | 3.79
2_1_floorplan | 2590 | 3.90
-- where the power goes --
part | internal [µW] | switching, µW
logic | 7.15 | 9.92
clock network | 109 | 82.2
registers | 235 | 0
total | 351 | 92.1
Power and IR drop assume default switching activity.
