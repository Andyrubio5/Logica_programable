## design/flow/design.v

```verilog
module pwm_2(
    input pb_inc,  
          pb_dec,  
          clk,     
          rst,     
    output reg pwm_out  
);
    wire neg_pb_inc = ~pb_inc;
    wire neg_pb_dec = ~pb_dec;
    reg [31:0] DC = 32'd75_000;    
    reg [31:0] counter = 32'd0;    
    parameter MIN_DC = 32'd50_000;    
    parameter MAX_DC = 32'd100_000;   
    parameter STEP = 32'd2_778;       
    parameter freq_base = 32'd50_000_000;  
    parameter freq_final = 32'd50;         
    parameter periodo = freq_base / freq_final;  
    reg [31:0] btn_counter = 0;      
    reg [2:0] pb_inc_reg = 0;        
    reg [2:0] pb_dec_reg = 0;        
    always @(posedge clk or posedge rst)
    begin
        if (rst) begin
            DC <= 32'd75_000;        
            btn_counter <= 0;
            pb_inc_reg <= 0;
            pb_dec_reg <= 0;
        end
        else begin
            pb_inc_reg <= {pb_inc_reg[1:0], neg_pb_inc};
            pb_dec_reg <= {pb_dec_reg[1:0], neg_pb_dec};
            btn_counter <= btn_counter + 1;
            if (btn_counter >= freq_base/50) begin
                btn_counter <= 0;
                if (pb_inc_reg == 3'b111) begin
                    if (DC < MAX_DC - STEP)
                        DC <= DC + STEP;
                    else
                        DC <= MAX_DC;
                end
                if (pb_dec_reg == 3'b111) begin
                    if (DC > MIN_DC + STEP)
                        DC <= DC - STEP;
                    else
                        DC <= MIN_DC;
                end
            end
        end
    end
    always @(posedge clk or posedge rst)
    begin
        if (rst) begin
            counter <= 32'd0;
            pwm_out <= 1'b0;
        end
        else begin
            counter <= counter + 32'd1;
            if (counter >= periodo)
                counter <= 32'd0;
            if (counter < DC)
                pwm_out <= 1'b1;
            else
                pwm_out <= 1'b0;
        end
    end
endmodule
```

## design/flow/config.mk

```make
export PLATFORM = sky130hd
export DESIGN_NAME = pwm_2
export DESIGN_NICKNAME = pwm_2
export VERILOG_FILES = /design/flow/design.v
export SDC_FILE = /design/flow/constraint.sdc
export NUM_CORES = 4
export LEC_CHECK = 1
export CORE_UTILIZATION = 30
```

## design/flow/run.sh

```bash
#!/bin/bash
# OpenROAD 26Q1-2900-gdf79404cd8, Yosys 0.63+post, stock flow scripts
make -C /OpenROAD-flow-scripts/flow DESIGN_CONFIG=/design/flow/config.mk WORK_HOME=/design/flow/orfs finish
```

## design/flow/constraint.sdc

```tcl
current_design pwm_2

set clk_period 6.2
set clk_io_pct 0.2

create_clock -name clk0 -period $clk_period [get_ports {clk}]

set non_clock_inputs [all_inputs -no_clocks]
set_input_delay [expr $clk_period * $clk_io_pct] -clock clk0 $non_clock_inputs
set_output_delay [expr $clk_period * $clk_io_pct] -clock clk0 [all_outputs]
```

==> out/results.txt <==
Run status: completed
Largest fanout on the critical path: 18
First-pass GRT wire length: 22,760 microns
Max-slew headroom: 47.91%
Hold path startpoint: pb_inc_reg[0]$_DFF_PP0_
Dominant flop cell: dfrtp_1
Total wire length: 13,190 microns
Fin. max-slew vios: 0
Slew at the pin with the worst max-slew slack: 0.7813 ns
Number of antenna diodes: 0
Worst hold path class: reg -> reg
# IOs: 5
Largest registers: btn_counter (32), counter (32), DC (31)
Worst Path Arrival: 2.84 ns
Critical path class: reg -> reg
Tool warning count: 31
Area Overhead vs Synth: 11.58%
Initial Utilization: 30.54%
Root buffer cell: clkbuf_16
CTS Buf Count: 9
Setup Buffers After CTS: 0
Remaining DRCs: 0
Number of enable flip-flop cells: 0
Layout cell share with drive strength beyond 1: 6.287%
Required @ worst endpoint: 6.47 ns
Top cell excl fill/tap: dfrtp_1
CTS tree: built
Rows: 51
Via/cell ratio: 5.091
Final setup TNS: 0 ns
Yosys cell count: 647
VDD IR-drop max: 0.0002277 V
Pleak: 0.002769 uW
Pin count of the biggest net entering global routing: 38
Post-synthesis cell area: 0.005944 sq mm
RePlAce Congestion: 0.9316
Period utilisation layout: 41.44%
Post-DP HPWL: 9312 microns
Drt pass-1 iters: 5
Peak Freq: 389.2 MHz
Clock skew: 0.006368 ns
Top cells excl fill/tap: 94 x dfrtp_1, 76 x nor2_1, 41 x nand2_1, 41 x inv_1, 38 x ha_1
Post-CTS Hold Buffers: 0
Post-Synth Simple-Gate Area: 20.14%
Syn Area/Cell: 9.188 sq um
M3 GR Usage: 2.049%
Port bufs: 4
Vias in the first global route: 4,470
Initial antenna violation count: 0
Vias: 4,750
Yosys Warn Count: 1
Pwr/cell area: 384.3 mW/mm^2
Synth Seq Share: 43.11%
Setup violations, final: 0
DIE AREA: 0.02038 sq mm
Reg2reg start: DC[11]$_DFFE_PP0P_
Skew-Pair Late Insertion Delay: 0.35 ns
Met2 Use GR: 20.23%
Total of max-cap violations: 0
Yosys cell types: 67
Iter 0 DRT Violations: 426
Sink Count: 102
H-tree Lvls: 3
Post-Synth XOR/XNOR Area: 5.451%
Yosys chip area: 0.005944 sq mm
Multiplexer share: 0.3368%
Placed cell count: 917
Core box area: 0.01946 sq mm
Gate Count Post-Synth: 647
DRT antenna net count: 0
Reg clk slew, reported paths: 0.07 ns
Final worst path period need: 2.569 ns
Final hold viol count: 0
Post-synthesis adder-cell area fraction: 7.998%
Max clock buf depth: 2
Complex Gates by Area: 17.95%
Gr usage total: 14.22%
Routed len/inst: 14.14 microns
Die Ht: 142.8 microns
RSZ-0062 raised after global routing: no
Crit path launch type: register
Largest logic family: simple AND/OR/NAND/NOR gates
GR Overflow Total: 0
Crit path launch: DC[11]$_DFFE_PP0P_
Yosys reg bits: 102
Fraction of registers with async set/reset: 100.0%
Die Wd: 142.8 microns
Met1 Track Usage GR: 23.20%
Final std cells w/o fill: 933
Grt peak-use layer: met1
Crit end category: register
Resized cells post-CTS: 0
## report_power, final
part	switching [uW]	leakage [uW]	internal (uW)
registers	170	0.00131	760
clock network	257	0.000136	278
logic	682	0.00132	403
## worst paths after layout
check / end / slack, ns / depth (start not counted)
worst max-delay path: DC[28]$_DFFE_PP0P_ / 3.63 / 7
worst min-delay path: pb_inc_reg[1]$_DFF_PP0_ / 0.38 / 0
worst max register to register: DC[28]$_DFFE_PP0P_ / 3.63 / 7
worst min register to register: pb_inc_reg[1]$_DFF_PP0_ / 0.38 / 0
max in group asynchronous: DC[16]$_DFFE_PP1P_ / 4.12 / 3
min in group asynchronous: counter[0]$_DFF_PP0_ / 1.24 / 2
## cell families after synthesis
| logic type | after synthesis |
|---|---|
| flops | 102 |
| xor+xnor | 37 |
| other cells | 1 |
| mux | 2 |
| buf+inv | 73 |
| fa+ha+maj | 38 |
| compound gates | 152 |
| simple gates | 242 |
## layer usage
layer	wire length, microns	vias up
met5	0	-
met4	313	0
met3	539	32
met2	5669	103
met1	6668	2236
li1	-	2379
## stage by stage
stage / setup WS, ns / total power [uW] / cell area (sq um) / hold WS [ns] / util (%)
floorplan: 2.298 / 1730 / 6031 / 0.3533 / -
global placement: 3.651 / 1996 / 6357 / 0.3605 / 32.66
detailed placement: 3.664 / 1994 / 6357 / 0.3676 / 32.66
CTS: 3.672 / 2546 / 6633 / 0.3844 / 34.08
global route: 3.424 / 2742 / 6633 / 0.3938 / 34.08
finish: 3.631 / 2549 / 6633 / 0.3813 / 34.08
## worst max-delay path: stages, from the launching register on
cell	delay [ns]
dfrtp_1	0.63
inv_1	0.24
nor4_1	0.31
nand3_1	0.18
a21oi_2	0.44
buf_4	0.32
nand4_1	0.17
o22ai_1	0.19
## Yosys cell counts (6+ instances only)
cell,instances,area (sq um)
a211oi_1,6,45.04
a21o_1,10,75.07
a21oi_1,31,155.2
a31oi_1,11,68.82
and3_1,10,62.56
buf_2,10,50.05
clkbuf_1,20,75.07
dfrtp_1,94,2352
dfstp_2,8,210.2
ha_1,38,475.5
inv_1,42,157.7
nand2_1,41,153.9
nand3_1,35,175.2
nand4_1,24,150.1
nor2_1,76,285.3
nor3_1,11,55.05
nor4_1,19,118.9
o211ai_1,7,52.55
o21ai_0,16,80.08
o22ai_1,10,62.56
xnor2_1,17,148.9
xor2_1,20,175.2
## cell type report
type                            count  area [sq um]
Clock buffer                       11         232.7
Clock inverter                      5         42.54
Fill cell                        1960         12830
Inverter                           42         160.2
Multi-Input combinational cell    495          3196
Sequential cell                   102          2562
Tap cell                          265         331.6
Timing Repair Buffer               13         107.6
Power is estimated from default activity; no workload was simulated.
