==> design.v <==
module decoder_7_seg(
    input wire [3:0] decoder_in,      
    output reg [0:6] decoder_out      
);
    always @(*) begin
        case (decoder_in)
            4'h0: decoder_out = 7'b1000000;  
            4'h1: decoder_out = 7'b1111001;  
            4'h2: decoder_out = 7'b0100100;  
            4'h3: decoder_out = 7'b0110000;  
            4'h4: decoder_out = 7'b0011001;  
            4'h5: decoder_out = 7'b0010010;  
            4'h6: decoder_out = 7'b0000010;  
            4'h7: decoder_out = 7'b1111000;  
            4'h8: decoder_out = 7'b0000000;  
            4'h9: decoder_out = 7'b0010000;  
            default: decoder_out = 7'b1111111;  
        endcase
    end
endmodule
==> config.mk <==
export PLATFORM = sky130hd
export DESIGN_NAME = decoder_7_seg
export DESIGN_NICKNAME = decoder_7_seg
export VERILOG_FILES = /design/flow/design.v
export SDC_FILE = /design/flow/constraint.sdc
export NUM_CORES = 4
export LEC_CHECK = 1
export CORE_AREA = 10 10 70 70
export DIE_AREA = 0 0 80 80
==> run.sh <==
#!/bin/bash
# OpenROAD 26Q1-2900-gdf79404cd8, Yosys 0.63+post, stock flow scripts
make -C /OpenROAD-flow-scripts/flow DESIGN_CONFIG=/design/flow/config.mk WORK_HOME=/design/flow/orfs finish
==> constraint.sdc <==
current_design decoder_7_seg

set clk_period 1.6
set clk_io_pct 0.2

create_clock -name clk0 -period $clk_period

set non_clock_inputs [all_inputs -no_clocks]
set_input_delay [expr $clk_period * $clk_io_pct] -clock clk0 $non_clock_inputs
set_output_delay [expr $clk_period * $clk_io_pct] -clock clk0 [all_outputs]
==> CHANGELOG.md <==
### Metrics

- LEAKAGE: 0.173 nW
- Slew HR: between 80% and 90%
- Worst hold slack: ~1.1 ns
- Top Layout Cells: dlygate4sd2_1, nand2b_1, nor2_1, buf_4
- I/O Buffers: 11
- HP Class: in -> out
- CP Launch Type: primary input
- Non-Filler Instances: 93
- Via density: 2.78
- HP Start: decoder_in[1]
- VDD IR max: ~0.028 mV
- Hold-fix buffers at CTS: 0
- DP Wirelength: around 560 µm
- Cell Area, Placed: 392 µm²
- Tot GR Track Use: roughly 1.9%
- Minimum clock period: roughly 1.6 ns
- Via count: approximately 260
- Chip Footprint: 0.00640 mm²
- Power per cell area: ~200 mW/mm²
- Fin util: roughly an eighth
- Fin crit share: approximately 97%
- YS chip area: between 200 and 250 µm²
- Endpoints failing hold: 0
- Register share after synthesis: 0%
- Worst path max stage delay: about 0.26 ns
- Ys cells: 33
- Crit path DRT: between 1 and 1.5 ns
- Status: finished clean
- Critical path peak fanout: 4
- CP arrival: around 1.2 ns
- Antenna cells: 0
- Clock Buffer Count: 0
- Ys Warns: 1
- Syn Std Cell Area: 210 µm²
- Netlist cell types: 13
- # IOs: 11
- # fillers: between 300 and 400
- Die width: approximately 80 µm
- RSZ-0062 raised after global routing: false
- Placed cells: approximately 92
- Worst Setup End Kind: output port
- Worst slew pin tran: ~0.20 ns
- Mean Syn Cell Area: between 6 and 7 µm²
- Fmax: 642 MHz
- OpenROAD warnings: 36
- Core utilization at floorplan: 6.15%
- First-pass GRT wire length: roughly 990 µm
- Slew Viols, Final: 0
- Remaining global-route overflow: 0
- Row count: 21
- Largest net degree at the start of global routing: 11
- Die Y: about 80 µm
- Register cell area after layout: 0 µm²
- Critical Path, Cell by Cell: buf_8 -> buf_6 -> or2b_1 -> a21oi_1 -> nor2_1 -> dlygate4sd2_1
- CP max stage cell: or2b_1
- Worst Hold Endpoint: decoder_out[3]
- DRT iter0 DRCs: 12
- Hold path depth: 5
- # setup viols final: 0
- Core footprint: ~0.0034 mm²
- DRC viols: 0
- Post-Route WL: around 700 µm
- Final GP Congestion: 0.769
- Antenna Nets Post-Route: 0
- Flop count: 0
- Area grow syn2layout: 104%
- Most frequent logic cell in the layout: dlygate4sd2_1
- Max-cap violations: 0
- Kind of critical path: in -> out
- Layout cell share with drive strength beyond 1: between 30% and 40%
- Post-route cell area: approximately 430 µm²
- Drt first pass iters: 4
- Setup TNS: 0 ns
- Initial antenna violation count: 0
- Vias in the first global route: 224
- Routed WL per cell: approximately 7.4 µm
- Cells after synthesis: 33
[worst max-delay path: cells and delay by family]
kind	cells	cell delay, ns
and+or+nand+nor	2	0.32
AOI/OAI and AO/OA	1	0.15
buffers and inverters	3	0.44
[where the power goes]
group | internal [mW] | switching [mW]
clock network | 0 | 0
logic | 0.0496 | 0.0368
registers | 0 | 0
[metrics by stage]
stage	power (mW)	setup slack, ns
floorplan	0.0324	0.358
global placement	0.0881	-0.676
detailed placement	0.0871	-0.669
CTS	0.0824	0.00465
global route	0.0982	0.0133
finish	0.0864	0.0423
[worst max path at each step]
stage / cells after the start / startpoint / slack [ns] / end
final: 6 / decoder_in[1] / 0.04 / decoder_out[1]
after CTS: 6 / decoder_in[1] / 0.005 / decoder_out[6]
after global routing: 6 / decoder_in[1] / 0.01 / decoder_out[1]
[per-layer routing]
metal,wire length [µm],track usage [%]
met1,319,2.31
met2,322,3.45
met3,44,0.341
met4,0,0
met5,0,0
[area by class of cell]
cell class	count	area, µm²	share of cell area, %
Timing Repair Buffer	16	143	33.3
Tap cell	46	57.6	13.5
Multi-Input combinational cell	28	214	50.0
Inverter	3	13.8	3.22
[cells in the mapped netlist (all sizes together)]
library cell	instances	area [µm²]
a21oi	3	18.8
o21ai	6	30.0
a31oi	1	6.26
nor2	5	18.8
ha	5	62.6
or2	1	6.26
buf	2	16.3
or2b	1	7.51
nand2	2	7.51
nand2b	4	25.0
inv	3	11.3
[kinds of logic after synthesis]
group | after synthesis | synth area share, %
AND-OR/OR-AND | 10 | 26.2
AND/OR/NAND/NOR | 13 | 31.0
buffers and inverters | 5 | 13.1
adder cells (fa/ha/maj) | 5 | 29.8
[repair_timing]
action                                  CTS  global route
pin swaps                                 7             5
setup buffers                             2             1
resized                                  36             5
gates cloned                              0             0
endpoints found under the setup margin    7             4
No activity file was given, so power comes from the tool's default toggle rates.
